## flow/config.mk

```make
export PLATFORM = sky130hd
export DESIGN_NAME = router_cluster
export DESIGN_NICKNAME = router_cluster
export VERILOG_FILES = /design/flow/design.v
export SDC_FILE = /design/flow/constraint.sdc
export NUM_CORES = 4
export LEC_CHECK = 1
export CORE_AREA = 10 10 168 168
export DIE_AREA = 0 0 178 178
```

## flow/constraint.sdc

```tcl
current_design router_cluster

set clk_period 1.5
set clk_io_pct 0.2

create_clock -name clk0 -period $clk_period

set non_clock_inputs [all_inputs -no_clocks]
set_input_delay [expr $clk_period * $clk_io_pct] -clock clk0 $non_clock_inputs
set_output_delay [expr $clk_period * $clk_io_pct] -clock clk0 [all_outputs]
```

## flow/design.v

```verilog
`timescale 1ns / 1ps
module router
	#(
		parameter DATA_WIDTH = 16
	)
	(
		input [3:0] router_mode,
		input [DATA_WIDTH-1:0] north_data_i,
		input north_enable_i,
		output logic [DATA_WIDTH-1:0] north_data_o,
		output logic north_enable_o,
		input [DATA_WIDTH-1:0] south_data_i,
		input south_enable_i,
		output logic [DATA_WIDTH-1:0] south_data_o,
		output logic south_enable_o,
		input [DATA_WIDTH-1:0] west_data_i,
		input west_enable_i,
		output logic [DATA_WIDTH-1:0] west_data_o,
		output logic west_enable_o,
		input [DATA_WIDTH-1:0] east_data_i,
		input east_enable_i,
		output logic [DATA_WIDTH-1:0] east_data_o,
		output logic east_enable_o
    );
	logic [DATA_WIDTH-1:0] data_out;
	enum logic [3:0] {ALL=0, NORTH=1, SOUTH=2, WEST=3, EAST=4,
						EASTNORTH=5, EASTSOUTH=6, EASTWEST=7,
						WESTNORTH=8, WESTSOUTH=9, WESTEAST=10} direction;
	always_comb
		begin:data_switch
			unique if(north_enable_i)
				data_out = north_data_i;
			else if(south_enable_i)
				data_out = south_data_i;
			else if(west_enable_i)
				data_out = west_data_i;
			else if(east_enable_i)
				data_out = east_data_i;
			else
				data_out = 10101;  
		end
	always_comb
		begin: routing_logic
			case(router_mode)
				ALL:begin
					north_data_o = data_out;
					north_enable_o = 1;
					south_data_o = data_out;
					south_enable_o = 1;
					west_data_o = data_out;
					west_enable_o = 1;
					east_data_o = data_out;
					east_enable_o = 1;
				end
				NORTH:begin
					north_data_o = data_out;
					south_data_o = 'X;
					east_data_o = 'X;
					west_data_o = 'X;
					north_enable_o = 1;
					south_enable_o = 0;
					west_enable_o = 0;
					east_enable_o = 0;
				end
				SOUTH:begin
					south_data_o = data_out;
					north_data_o = 'X;
					east_data_o = 'X;
					west_data_o = 'X;
					north_enable_o = 0;
					south_enable_o = 1;
					west_enable_o = 0;
					east_enable_o = 0;
				end
				WEST:begin
					west_data_o = data_out;
					south_data_o = 'X;
					east_data_o = 'X;
					north_data_o = 'X;
					north_enable_o = 0;
					south_enable_o = 0;
					west_enable_o = 1;
					east_enable_o = 0;
				end
				EAST:begin
					east_data_o = data_out;
					south_data_o = 'X;
					north_data_o = 'X;
					west_data_o = 'X;
					north_enable_o = 0;
					south_enable_o = 0;
					west_enable_o = 0;
					east_enable_o = 1;
				end
				EASTNORTH:begin
					east_data_o = data_out;
					north_data_o = data_out;
					south_data_o = 'X;
					west_data_o = 'X;
					north_enable_o = 1;
					south_enable_o = 0;
					west_enable_o = 0;
					east_enable_o = 1;
				end
				EASTSOUTH:begin
					east_data_o = data_out;
					south_data_o = data_out;
					north_data_o = 'X;
					west_data_o = 'X;
					north_enable_o = 0;
					south_enable_o = 1;
					west_enable_o = 0;
					east_enable_o = 1;
				end
				EASTWEST:begin
					east_data_o = data_out;
					west_data_o = data_out;
					south_data_o = 'X;
					north_data_o = 'X;
					north_enable_o = 0;
					south_enable_o = 0;
					west_enable_o = 1;
					east_enable_o = 1;
				end
				WESTNORTH:begin
					west_data_o = data_out;
					north_data_o = data_out;
					south_data_o = 'X;
					east_data_o = 'X;
					north_enable_o = 1;
					south_enable_o = 0;
					west_enable_o = 1;
					east_enable_o = 0;
				end
				WESTSOUTH:begin
					west_data_o = data_out;
					south_data_o = data_out;
					north_data_o = 'X;
					east_data_o = 'X;
					north_enable_o = 0;
					south_enable_o = 1;
					west_enable_o = 1;
					east_enable_o = 0;
				end
				WESTEAST:begin
					west_data_o = data_out;
					east_data_o = data_out;
					south_data_o = 'X;
					north_data_o = 'X;
					north_enable_o = 0;
					south_enable_o = 0;
					west_enable_o = 1;
					east_enable_o = 1;
				end
				default: begin
					north_data_o = 'X;
					east_data_o = 'X;
					south_data_o = 'X;
					west_data_o = 'X;
					north_enable_o = 0;
					south_enable_o = 0;
					west_enable_o = 0;
					east_enable_o = 0;
				end
			endcase
		end
endmodule
`timescale 1ns / 1ps
module router_cluster	
	#(
		parameter DATA_WIDTH = 16
	)
	(
		input [3:0] router_mode_wght,
		input [DATA_WIDTH-1:0] north_data_i_wght,
		input north_enable_i_wght,
		output logic [DATA_WIDTH-1:0] north_data_o_wght,
		output logic north_enable_o_wght,
		input [DATA_WIDTH-1:0] south_data_i_wght,
		input south_enable_i_wght,
		output logic [DATA_WIDTH-1:0] south_data_o_wght,
		output logic south_enable_o_wght,
		input [DATA_WIDTH-1:0] west_data_i_wght,
		input west_enable_i_wght,
		output logic [DATA_WIDTH-1:0] west_data_o_wght,
		output logic west_enable_o_wght,
		input [DATA_WIDTH-1:0] east_data_i_wght,
		input east_enable_i_wght,
		output logic [DATA_WIDTH-1:0] east_data_o_wght,
		output logic east_enable_o_wght,
		input [3:0] router_mode_iact,
		input [DATA_WIDTH-1:0] north_data_i_iact,
		input north_enable_i_iact,
		output logic [DATA_WIDTH-1:0] north_data_o_iact,
		output logic north_enable_o_iact,
		input [DATA_WIDTH-1:0] south_data_i_iact,
		input south_enable_i_iact,
		output logic [DATA_WIDTH-1:0] south_data_o_iact,
		output logic south_enable_o_iact,
		input [DATA_WIDTH-1:0] west_data_i_iact,
		input west_enable_i_iact,
		output logic [DATA_WIDTH-1:0] west_data_o_iact,
		output logic west_enable_o_iact,
		input [DATA_WIDTH-1:0] east_data_i_iact,
		input east_enable_i_iact,
		output logic [DATA_WIDTH-1:0] east_data_o_iact,
		output logic east_enable_o_iact,
		input [3:0] router_mode_psum,
		input [DATA_WIDTH-1:0] north_data_i_psum,
		input north_enable_i_psum,
		output logic [DATA_WIDTH-1:0] north_data_o_psum,
		output logic north_enable_o_psum,
		input [DATA_WIDTH-1:0] south_data_i_psum,
		input south_enable_i_psum,
		output logic [DATA_WIDTH-1:0] south_data_o_psum,
		output logic south_enable_o_psum,
		input [DATA_WIDTH-1:0] west_data_i_psum,
		input west_enable_i_psum,
		output logic [DATA_WIDTH-1:0] west_data_o_psum,
		output logic west_enable_o_psum,
		input [DATA_WIDTH-1:0] east_data_i_psum,
		input east_enable_i_psum,
		output logic [DATA_WIDTH-1:0] east_data_o_psum,
		output logic east_enable_o_psum
	);
	router
		#(
			.DATA_WIDTH(DATA_WIDTH)
		)
	router_wght
		(
			.router_mode(router_mode_wght),
			.north_data_i(north_data_i_wght),
			.north_enable_i(north_enable_i_wght),
			.north_data_o(north_data_o_wght),
			.north_enable_o(north_enable_o_wght),
			.south_data_i(south_data_i_wght),
			.south_enable_i(south_enable_i_wght),
			.south_data_o(south_data_o_wght),
			.south_enable_o(south_enable_o_wght),
			.west_data_i(west_data_i_wght),
			.west_enable_i(west_enable_i_wght),
			.west_data_o(west_data_o_wght),
			.west_enable_o(west_enable_o_wght),
			.east_data_i(east_data_i_wght),
			.east_enable_i(east_enable_i_wght),
	        .east_data_o(east_data_o_wght),
            .east_enable_o(east_enable_o_wght)
	);
	router
		#(
			.DATA_WIDTH(DATA_WIDTH)
		)
	router_iact
		(
			.router_mode(router_mode_iact),
			.north_data_i(north_data_i_iact),
			.north_enable_i(north_enable_i_iact),
			.north_data_o(north_data_o_iact),
			.north_enable_o(north_enable_o_iact),
			.south_data_i(south_data_i_iact),
			.south_enable_i(south_enable_i_iact),
			.south_data_o(south_data_o_iact),
			.south_enable_o(south_enable_o_iact),
			.west_data_i(west_data_i_iact),
			.west_enable_i(west_enable_i_iact),
			.west_data_o(west_data_o_iact),
			.west_enable_o(west_enable_o_iact),
			.east_data_i(east_data_i_iact),
			.east_enable_i(east_enable_i_iact),
	        .east_data_o(east_data_o_iact),
            .east_enable_o(east_enable_o_iact)
	);
	router
		#(
			.DATA_WIDTH(DATA_WIDTH)
		)
	router_psum
		(
			.router_mode(router_mode_psum),
			.north_data_i(north_data_i_psum),
			.north_enable_i(north_enable_i_psum),
			.north_data_o(north_data_o_psum),
			.north_enable_o(north_enable_o_psum),
			.south_data_i(south_data_i_psum),
			.south_enable_i(south_enable_i_psum),
			.south_data_o(south_data_o_psum),
			.south_enable_o(south_enable_o_psum),
			.west_data_i(west_data_i_psum),
			.west_enable_i(west_enable_i_psum),
			.west_data_o(west_data_o_psum),
			.west_enable_o(west_enable_o_psum),
			.east_data_i(east_data_i_psum),
			.east_enable_i(east_enable_i_psum),
	        .east_data_o(east_data_o_psum),
            .east_enable_o(east_enable_o_psum)
	);
endmodule
```

## flow/run.sh

```bash
#!/bin/bash
# OpenROAD 26Q1-2900-gdf79404cd8, Yosys 0.63+post, stock flow scripts
make -C /OpenROAD-flow-scripts/flow DESIGN_CONFIG=/design/flow/config.mk WORK_HOME=/design/flow/orfs finish
```

==> GITHUB_STEP_SUMMARY <==
## PnR job results

| Metric | Value |
|---|---|
| Site Rows | 57 |
| Syn_area_per_cell | 7.12 um^2 |
| Final setup fails | 131 |
| Crit path to | south_data_o_wght[13] |
| Crit path max fanout | 7 |
| WP buf/inv | 4 |
| Initial antenna violation count | 2 |
| Hold Vio Cnt, Final | 0 |
| Synth cell types | 28 |
| Setup crit end kind | output port |
| RSZ-0062 raised after global routing | yes |
| Grt ovf | 0 |
| Port-buffer cells | 420 |
| Number of global-route vias before repair | 4723 |
| P_leak | 3.45 nW |
| Top Layout Cells | buf_6, clkdlybuf4s50_1, dlygate4sd2_1 |
| VDD IR-drop max | 0.000218 V |
| CP dominant cell by count | buf_6 |
| Layout cell share with drive strength beyond 1 | 0.573 |
| Critical path startpoint category | input port |
| Critical Path RT | 1200 ps |
| Worst path cell trace | buf_8, or4_4, buf_6, buf_6, nand3_4, buf_2 |
| Via/cell ratio | 4.02 |
| Final WL | 22.7 mm |
| Core area | 24500 um^2 |
| Hold Buf Count CTS | 0 |
| Cells after Synth | 359 |
| Worst Hold Class | in -> out |
| Most numerous logic cell after layout | buf_6 |
| Relative slew slack | 0.742 |
| Top cells by area | buf_4, a22oi_1, nand3_1 |
| Die height | 178 um |
| Period minus WS final | 1830 ps |
| Netlist Area Pre-Place | 2550 um^2 |
| Detailed-route wire length per cell | 21.2 um |
| Critical Path Slowest Stage Cell | or4_4 |
| First DRT Iteration DRCs | 123 |
| Met1 Use GR | 0.137 |
| Detailed-route DRC error count | 0 |
| WP depth | 6 |
| Delay-heaviest family, CP | simple AND/OR/NAND/NOR gates |
| Yosys Chip Area | 2550 um^2 |
| Max_cap viols | 0 |
| WP data arrival | 1530 ps |
| Hpwl dp | 17.1 mm |
| Routed vias | 4295 |
| Crit-path max cell delay | 660 ps |
| Grt met2 use | 0.239 |
| Fillers | 2462 |
| Synth warn | 1 |
| First-pass GRT wire length | 31.1 mm |
| Total GRT Usage | 0.129 |
| Area delta synth->final | 207% |
| Combinational gate area | 2020 um^2 |
| Slack of the critical path | -328 ps |
| Worst hold slack | 952 ps |
| Max-area cell share | 0.432 |
| Setup crit start | west_enable_i_wght |
| Setup CP Type | in -> out |
| Pwr dens | 332 nW/um^2 |
| Top cell type by total area after synthesis | buf_4 |
| DRT Pass-1 Iters | 4 |
| Busiest grt layer | met2 |
| GR met3 Demand/Resource | 0.0470 |
| Fmax | 547 MHz |
| Cycle use final | 1.22 |
| Register area | 0 um^2 |
| Register share after synthesis | 0 |
| Yosys cell count | 359 |
| Final antenna-violating net count | 0 |
| Placement Setup Slack | -987 ps |
| Num ports | 420 |
| Die area | 31700 um^2 |
| Clock buffer count | 0 |
| GP Congestion | 0.847 |
| Failing checks | negative setup slack |
| Tool Warnings | 35 |
| Die X | 178 um |
| Flop Count | 0 |
| Hold Crit Start | router_mode_psum[0] |
| Status | finished with violations |
| Fin. max-slew vios | 0 |
| Largest net degree at the start of global routing | 17 |
| Slew @ Worst Pin | 387 ps |
| Initial Util | 0.104 |
area by class of cell:
| type | instances | share of cell area |
|---|---|---|
| Antenna cell | 2 | 0.000638 |
| Inverter | 3 | 0.00144 |
| Multi-Input combinational cell | 186 | 0.257 |
| Tap cell | 324 | 0.0517 |
| Timing Repair Buffer | 554 | 0.689 |
what timing repair did:
item | CTS | global route
pin swaps | 82 | 60
resized | 909 | 130
setup buffers | 86 | 17
setup endpoints to repair | 204 | 161
cloned | 7 | 0
worst min-delay path: stages:
cell and delay, ps:
clkbuf_2 120, nand2b_1 70, a21oi_1 50, buf_2 110
worst min-delay path by stage:
stage | endpoint | slack (ps) | depth (start not counted)
CTS | east_enable_o_iact | 1050 | 3
global route | north_enable_o_wght | 980 | 4
finish | north_enable_o_psum | 950 | 4
cells in the mapped netlist, types with 2 or more instances:
cell type,n
buf_4,147
a22oi_1,96
nand3_1,23
nand2_1,21
clkbuf_1,12
buf_6,7
nand2b_1,7
nand3_2,4
nor2b_1,4
o311ai_0,4
clkbuf_8,3
inv_1,3
nand3b_1,3
nor2_1,3
or4_4,3
a211oi_1,2
buf_2,2
nand4bb_1,2
o2bb2ai_1,2
or2_2,2
or3b_2,2
per-stage QoR:
stage,cell area [um^2],setup TNS (ps),power (W),std cells,utilization
finish,7850,-25860,0.00261,1069,0.321
global route,7850,-29620,0.00279,1069,0.321
CTS,7500,-24500,0.00248,1059,0.307
detailed placement,6280,-158070,0.00210,966,0.257
global placement,6280,-157110,0.00210,966,0.257
floorplan,2690,-3530,0.000797,359,-
logic make-up (layout without fill, tap and decap cells):
family / after synthesis / in the layout / share of synthesized area
buffers and inverters: 174 / 557 / 0.505
XOR/XNOR: 1 / 1 / 0.00343
other: 0 / 2 / 0
AND/OR/NAND/NOR: 75 / 76 / 0.168
AND-OR/OR-AND: 109 / 109 / 0.324
per-layer routing:
metal | wire [um] | part of all wire | vias to the layer above
met3 | 2850 | 0.13 | 22
met2 | 11500 | 0.51 | 299
li1 | - | - | 1950
met5 | 0 | 0 | -
met4 | 510 | 0.022 | 0
met1 | 7820 | 0.34 | 2024
power breakdown:
| part | total, W | switching, W | internal, W |
|---|---|---|---|
| clock network | 0.000000000178 | 0 | 0.000000000178 |
| registers | 0 | 0 | 0 |
| logic | 0.00261 | 0.000894 | 0.00171 |
| total | 0.00261 | 0.000894 | 0.00171 |
Power is estimated from default activity; no workload was simulated.
