===== design/flow/design.v =====
`timescale 1ns / 1ps
module router
	#(
		parameter DATA_WIDTH = 16
	)
	(
		input [3:0] router_mode,
		input [DATA_WIDTH-1:0] north_data_i,
		input north_enable_i,
		output logic [DATA_WIDTH-1:0] north_data_o,
		output logic north_enable_o,
		input [DATA_WIDTH-1:0] south_data_i,
		input south_enable_i,
		output logic [DATA_WIDTH-1:0] south_data_o,
		output logic south_enable_o,
		input [DATA_WIDTH-1:0] west_data_i,
		input west_enable_i,
		output logic [DATA_WIDTH-1:0] west_data_o,
		output logic west_enable_o,
		input [DATA_WIDTH-1:0] east_data_i,
		input east_enable_i,
		output logic [DATA_WIDTH-1:0] east_data_o,
		output logic east_enable_o
    );
	logic [DATA_WIDTH-1:0] data_out;
	enum logic [3:0] {ALL=0, NORTH=1, SOUTH=2, WEST=3, EAST=4,
						EASTNORTH=5, EASTSOUTH=6, EASTWEST=7,
						WESTNORTH=8, WESTSOUTH=9, WESTEAST=10} direction;
	always_comb
		begin:data_switch
			unique if(north_enable_i)
				data_out = north_data_i;
			else if(south_enable_i)
				data_out = south_data_i;
			else if(west_enable_i)
				data_out = west_data_i;
			else if(east_enable_i)
				data_out = east_data_i;
			else
				data_out = 10101;  
		end
	always_comb
		begin: routing_logic
			case(router_mode)
				ALL:begin
					north_data_o = data_out;
					north_enable_o = 1;
					south_data_o = data_out;
					south_enable_o = 1;
					west_data_o = data_out;
					west_enable_o = 1;
					east_data_o = data_out;
					east_enable_o = 1;
				end
				NORTH:begin
					north_data_o = data_out;
					south_data_o = 'X;
					east_data_o = 'X;
					west_data_o = 'X;
					north_enable_o = 1;
					south_enable_o = 0;
					west_enable_o = 0;
					east_enable_o = 0;
				end
				SOUTH:begin
					south_data_o = data_out;
					north_data_o = 'X;
					east_data_o = 'X;
					west_data_o = 'X;
					north_enable_o = 0;
					south_enable_o = 1;
					west_enable_o = 0;
					east_enable_o = 0;
				end
				WEST:begin
					west_data_o = data_out;
					south_data_o = 'X;
					east_data_o = 'X;
					north_data_o = 'X;
					north_enable_o = 0;
					south_enable_o = 0;
					west_enable_o = 1;
					east_enable_o = 0;
				end
				EAST:begin
					east_data_o = data_out;
					south_data_o = 'X;
					north_data_o = 'X;
					west_data_o = 'X;
					north_enable_o = 0;
					south_enable_o = 0;
					west_enable_o = 0;
					east_enable_o = 1;
				end
				EASTNORTH:begin
					east_data_o = data_out;
					north_data_o = data_out;
					south_data_o = 'X;
					west_data_o = 'X;
					north_enable_o = 1;
					south_enable_o = 0;
					west_enable_o = 0;
					east_enable_o = 1;
				end
				EASTSOUTH:begin
					east_data_o = data_out;
					south_data_o = data_out;
					north_data_o = 'X;
					west_data_o = 'X;
					north_enable_o = 0;
					south_enable_o = 1;
					west_enable_o = 0;
					east_enable_o = 1;
				end
				EASTWEST:begin
					east_data_o = data_out;
					west_data_o = data_out;
					south_data_o = 'X;
					north_data_o = 'X;
					north_enable_o = 0;
					south_enable_o = 0;
					west_enable_o = 1;
					east_enable_o = 1;
				end
				WESTNORTH:begin
					west_data_o = data_out;
					north_data_o = data_out;
					south_data_o = 'X;
					east_data_o = 'X;
					north_enable_o = 1;
					south_enable_o = 0;
					west_enable_o = 1;
					east_enable_o = 0;
				end
				WESTSOUTH:begin
					west_data_o = data_out;
					south_data_o = data_out;
					north_data_o = 'X;
					east_data_o = 'X;
					north_enable_o = 0;
					south_enable_o = 1;
					west_enable_o = 1;
					east_enable_o = 0;
				end
				WESTEAST:begin
					west_data_o = data_out;
					east_data_o = data_out;
					south_data_o = 'X;
					north_data_o = 'X;
					north_enable_o = 0;
					south_enable_o = 0;
					west_enable_o = 1;
					east_enable_o = 1;
				end
				default: begin
					north_data_o = 'X;
					east_data_o = 'X;
					south_data_o = 'X;
					west_data_o = 'X;
					north_enable_o = 0;
					south_enable_o = 0;
					west_enable_o = 0;
					east_enable_o = 0;
				end
			endcase
		end
endmodule
`timescale 1ns / 1ps
module router_network4
	#(
		parameter DATA_WIDTH = 16
	)
	(
	input [3:0] router_mode_west_0,
	input [DATA_WIDTH-1:0] west_data_i_west_0,
	input west_enable_i_west_0,
	output [DATA_WIDTH-1:0] west_data_o_west_0,
	output west_enable_o_west_0,
	input [3:0] router_mode_west_1,
	input [DATA_WIDTH-1:0] west_data_i_west_1,
	input west_enable_i_west_1,
	output [DATA_WIDTH-1:0] west_data_o_west_1,
	output west_enable_o_west_1,
	input [3:0] router_mode_east_0,
	input [DATA_WIDTH-1:0] east_data_i_east_0,
	input east_enable_i_east_0,
	output [DATA_WIDTH-1:0] east_data_o_east_0,
	output east_enable_o_east_0,
	input [3:0] router_mode_east_1,
	input [DATA_WIDTH-1:0] east_data_i_east_1,
	input east_enable_i_east_1,
	output [DATA_WIDTH-1:0] east_data_o_east_1,
	output east_enable_o_east_1
	);
	router 
		#(
			.DATA_WIDTH(DATA_WIDTH)
		)
	router_west_0
		(
			.router_mode(router_mode_west_0),
			.north_data_i(),
			.north_enable_i(),
			.north_data_o(),
			.north_enable_o(),
			.south_data_i(router_west_1.north_data_o),
			.south_enable_i(router_west_1.north_enable_o),
			.south_data_o(router_west_1.north_data_i),
			.south_enable_o(router_west_1.north_enable_i),
			.west_data_i(west_data_i_west_0),
			.west_enable_i(west_enable_i_west_0),
			.west_data_o(west_data_o_west_0),
			.west_enable_o(west_enable_o_west_0),
			.east_data_i(router_east_0.west_data_o),
			.east_enable_i(router_east_0.west_enable_o),
	        .east_data_o(router_east_0.west_data_i),
            .east_enable_o(router_east_0.west_enable_i)
		);
	router 
		#(
			.DATA_WIDTH(DATA_WIDTH)
		)
	router_west_1
		(
			.router_mode(router_mode_west_1),
			.north_data_i(router_west_0.south_data_o),
			.north_enable_i(router_west_0.south_enable_o),
			.north_data_o(router_west_0.south_data_i),
			.north_enable_o(router_west_0.south_enable_i),
			.south_data_i(),
			.south_enable_i(),
			.south_data_o(),
			.south_enable_o(),
			.west_data_i(west_data_i_west_1),
			.west_enable_i(west_enable_i_west_1),
			.west_data_o(west_data_o_west_1),
			.west_enable_o(west_enable_o_west_1),
			.east_data_i(router_east_1.west_data_o),
			.east_enable_i(router_east_1.west_enable_o),
	        .east_data_o(router_east_1.west_data_i),
            .east_enable_o(router_east_1.west_enable_i)
		);
	router 
		#(
			.DATA_WIDTH(DATA_WIDTH)
		)
	router_east_0
		(
			.router_mode(router_mode_east_0),
			.north_data_i(),
			.north_enable_i(),
			.north_data_o(),
			.north_enable_o(),
			.south_data_i(router_east_1.north_data_o),
			.south_enable_i(router_east_1.north_enable_o),
			.south_data_o(router_east_1.north_data_i),
			.south_enable_o(router_east_1.north_enable_i),
			.west_data_i(router_west_0.east_data_o),
			.west_enable_i(router_west_0.east_enable_o),
			.west_data_o(router_west_0.east_data_i),
			.west_enable_o(router_west_0.east_enable_i),
			.east_data_i(east_data_i_east_0),
			.east_enable_i(east_enable_i_east_0),
	        .east_data_o(east_data_o_east_0),
            .east_enable_o(east_enable_o_east_0)
		);
	router 
		#(
			.DATA_WIDTH(DATA_WIDTH)
		)
	router_east_1
		(
			.router_mode(router_mode_east_1),
			.north_data_i(router_east_0.south_data_o),
			.north_enable_i(router_east_0.south_enable_o),
			.north_data_o(router_east_0.south_data_i),
			.north_enable_o(router_east_0.south_enable_i),
			.south_data_i(),
			.south_enable_i(),
			.south_data_o(),
			.south_enable_o(),
			.west_data_i(router_west_1.east_data_o),
			.west_enable_i(router_west_1.east_enable_o),
			.west_data_o(router_west_1.east_data_i),
			.west_enable_o(router_west_1.east_enable_i),
			.east_data_i(east_data_i_east_1),
			.east_enable_i(east_enable_i_east_1),
	        .east_data_o(east_data_o_east_1),
            .east_enable_o(east_enable_o_east_1)
		);
endmodule

===== design/flow/run.sh =====
#!/bin/bash
# OpenROAD 26Q1-2900-gdf79404cd8, Yosys 0.63+post, stock flow scripts
make -C /OpenROAD-flow-scripts/flow DESIGN_CONFIG=/design/flow/config.mk WORK_HOME=/design/flow/orfs finish

===== design/flow/config.mk =====
export PLATFORM = sky130hd
export DESIGN_NAME = router_network4
export DESIGN_NICKNAME = router_network4
export VERILOG_FILES = /design/flow/design.v
export SDC_FILE = /design/flow/constraint.sdc
export NUM_CORES = 4
export LEC_CHECK = 1
export CORE_AREA = 10 10 81 81
export DIE_AREA = 0 0 91 91

===== design/flow/constraint.sdc =====
current_design router_network4

set clk_period 1.2
set clk_io_pct 0.2

create_clock -name clk0 -period $clk_period

set non_clock_inputs [all_inputs -no_clocks]
set_input_delay [expr $clk_period * $clk_io_pct] -clock clk0 $non_clock_inputs
set_output_delay [expr $clk_period * $clk_io_pct] -clock clk0 [all_outputs]

==> impl_metrics.env <==
# source this file to load flow results
export IMPL_outcome="finished, final reports clean"
export IMPL_ir_drop_mv=0.09805
export IMPL_worst_slack_ps=9.855
export IMPL_rows=25
export IMPL_startpoint_type="primary input"
export IMPL_grt_pass1_vias=1223
export IMPL_synth_cell_type_count=10
export IMPL_vias=1145
export IMPL_largest_area_cell="and2_1"
export IMPL_synth_warnings=133
export IMPL_antenna_left=0
export IMPL_finalCritPeriodShare_pct=99.18
export IMPL_chip_area_um2=8281
export IMPL_swShare_pct=24.77
export IMPL_worstSetupEndpointType="output pin"
export IMPL_top_cells_by_count="28 x and2_1, 28 x nand2b_1, 12 x or2b_1"
export IMPL_setup_viol_count_final=0
export IMPL_pre_cts_ws_ps=-597.7
export IMPL_ios=152
export IMPL_drc_errors=0
export IMPL_grt_first_pass_wirelength_mm=6.686
export IMPL_fmax_ghz=0.8402
export IMPL_grt_total_usage_pct=9.862
export IMPL_hold_depth=3
export IMPL_cap_violations=0
export IMPL_cp_required_ps=960
export IMPL_viasPerCell=3.635
export IMPL_ys_seq_share_pct=0
export IMPL_place_inst=308
export IMPL_min_period_ps=1190
export IMPL_drt_pass1_iterations=2
export IMPL_synth_cell_area_um2=558.0
export IMPL_tool_warnings=33
export IMPL_grt_max_degree=9
export IMPL_critPathLaunch="west_data_i_west_1[0]"
export IMPL_regArea_um2=0
export IMPL_nClkBuffers=0
export IMPL_syn_area_per_cell_um2=6.643
export IMPL_place_gp_congestion=0.7089
export IMPL_initCoreUtil_pct=11.58
export IMPL_worstPathMaxFanout=1
export IMPL_p_int_mw=0.3886
export IMPL_netlist_top_cells_area="and2_1 31%, nand2b_1 31%, or2b_1 16%"
export IMPL_placed_cell_area_um2=2211
export IMPL_holdWs_ps=719.5
export IMPL_portBuffers=152
export IMPL_hp_start="west_data_i_west_1[6]"
export IMPL_syn_inst=84
export IMPL_syn_to_final_growth_pct=250.2
export IMPL_drive_gt1_share_pct=36.59
export IMPL_ys_chip_area_um2=558.0
export IMPL_stdcell_count=315
export IMPL_worst_pin_slew_ps=209.6
export IMPL_p_leak_nw=1.027
export IMPL_hold_viol_final=0
export IMPL_synth_top_cell_area_share_pct=31.39
export IMPL_grt_ovfl_total=0
export IMPL_cts_hold_buf=0
export IMPL_pwr_share_clk_pct=0
export IMPL_drtIter0Drc=9
export IMPL_wire_per_inst_um=14.52
export IMPL_critical_path_class="primary input to output pin"
export IMPL_antenna_found_initial=2
export IMPL_maxSlewViolCount=0
export IMPL_cellPowerDensity_nw_per_um2=264.3
export IMPL_power_frac_seq_pct=0
export IMPL_flop_count=0
export IMPL_die_size_x_um=91
export IMPL_hpwlAfterDp_mm=4.169
export IMPL_final_cell_area_um2=1954
export IMPL_rsz0062_at_grt="yes"
export IMPL_yosys_cells=84
export IMPL_core_area_um2=4817
export IMPL_wl_mm=4.575
export IMPL_arrival_ps=950
export IMPL_p_sw_mw=0.1280
export IMPL_p_comb_share_pct=100.0
export IMPL_die_h_um=91
export IMPL_hold_end="west_data_o_west_1[6]"
export IMPL_hp_class="primary input to output pin"
export IMPL_slew_headroom_pct=85.81
logic make-up after synthesis:
| group | synth area share (%) |
|---|---|
| buffers and inverters | 3.588 |
| AOI/OAI and AO/OA | 6.279 |
| and+or+nand+nor | 90.14 |
repair_timing:
action,4_1_cts,5_1_grt
resized,244,34
buffers inserted,1,2
setup endpoints to repair,68,29
pin swaps,26,8
cloned,3,0
metrics by stage:
step	TNS (ps)	total power, mW	util, %
floorplan	0	0.08981	-
global route	-30.70	0.5755	40.57
CTS	0	0.5446	41.69
detailed placement	-34700	0.6513	45.90
finish	0	0.5166	40.57
global placement	-34460	0.6516	45.90
worst max-delay path: stages:
cell	delay, ps
clkdlybuf4s50_1	440
nand2b_1	90
clkdlybuf4s15_1	180
power groups by stage:
stage | registers [mW] | logic [mW] | clock network (mW)
6_report | 0 | 0.517 | 0.000000223
5_1_grt | 0 | 0.576 | 0.000000223
4_1_cts | 0 | 0.545 | 0
layout make-up:
class,count,area [um^2]
antenna,2,5.005
multi-input combinational,80,578.1
tap,67,83.83
timing repair buffer,166,1287
fill,541,2863
metal layers:
metal	GRT usage [%]	part of all wire [%]	wire length [um]	vias up
met5	0	0	0	-
met4	0	0	0	0
met3	6.971	16	737	0
met2	18.68	49	2249	85
met1	8.841	35	1589	466
li1	-	-	-	594
worst max path at each step:
stage | cells past startpoint | end
final | 3 | west_data_o_west_1[0]
after global routing | 3 | west_data_o_west_1[0]
after CTS | 3 | west_data_o_west_1[13]
cell usage in the layout, fill, tap and decap left out:
cell and count:
a211o_1 2, and2_1 28, and3b_1 2, buf_2 51, buf_4 9, buf_6 6
clkbuf_2 18, clkdlybuf4s15_1 4, clkdlybuf4s50_1 46, diode_2 2, dlygate4sd2_1 25, dlymetal6s2s_1 7
nand2b_1 25, nand2b_4 3, nand4bb_1 2, nor2_1 2, nor3b_2 2, o311ai_1 1
o311ai_2 1, or2b_1 12
Power and IR drop assume default switching activity.
